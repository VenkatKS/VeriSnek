`./design.v`:
```
`timescale 1ns / 1ps
module SnakeGameController(
    input CLK40HZ,  
    input ESC,
    input R,
    input S,
    input P,
    input UP,
    input DOWN,
    input LEFT,
    input RIGHT,
    output[9:0] XPOS,
    output[9:0] YPOS,
    output[1:0] SnakeDir,
    output[2:0] GAME_DONEX
    );
    reg GAME_RUNNING = 1'b1;
    reg GAME_DONE    = 1'b0;
    reg SNAKE_HIT    = 1'd0;
    assign GAME_DONEX[0] = SNAKE_HIT;
    assign GAME_DONEX[1] = GAME_DONE;
    assign GAME_DONEX[2] = GAME_PAUSED;
    reg GAME_PAUSED = 1'd0;
    reg[9:0] SnakeX     = 10'd100;
    reg[9:0] SnakeY     = 10'd100;
    reg[1:0] SnDir_INT  = 2'd00;
    reg[1:0] DR_HOLD;
    assign SnakeDir = SnDir_INT;
    assign XPOS = (SnDir_INT == 2'd0) ? SnakeX : ((SnDir_INT == 2'd2) ? (SnakeX - 33) : (SnakeX - 7));
    assign YPOS = (SnDir_INT == 2'd1) ? (SnakeY + 17) : ((SnDir_INT == 2'd3) ? (SnakeY-17) : SnakeY); 
    always @ (P or R)
    begin
        if (P == 1'd1) 
        begin
            DR_HOLD = SnDir_INT;
            GAME_PAUSED = 1'b1;
        end
        if (R == 1'd1) 
        begin
            GAME_PAUSED = 1'b0;
        end
    end
    always @ (ESC or S)
    begin
        if (S == 1) GAME_DONE = 1'b0;
        if (ESC == 1) GAME_DONE = 1'b1;    
    end
    always @ (posedge CLK40HZ)
    begin
        if (SnakeX <  10'd2 || SnakeX >= 10'd639)
        begin
            SNAKE_HIT = 1'b1;
        end
        if (SnakeY < 10'd2 || SnakeY >= 10'd479)
        begin
            SNAKE_HIT = 1'b1;
        end
        if (S == 1)
        begin
            SnakeX = 10'd100;
            SnakeY = 10'd100;
            SNAKE_HIT = 1'b0;
        end
        if (GAME_DONE == 1'b1 && ESC == 1)
        begin
            SnakeX = 10'd700;
            SnakeY = 10'd500;
        end
        case (SnakeDir)
            2'b00:  
            begin
                if (GAME_DONE == 1'b0 && SNAKE_HIT == 1'b0) 
                begin
                    if (GAME_PAUSED == 1'b0) SnakeX = SnakeX + 10'd1;
                    else SnakeX = SnakeX;
                end 
                else 
                begin
                    SnakeX = SnakeX;
                end
            end
            2'b01:  
            begin
                if ((GAME_DONE == 1'b0) && SNAKE_HIT == 1'b0) 
                begin
                    if (GAME_PAUSED == 1'b0) SnakeY = SnakeY + 10'd1;
                    else SnakeY = SnakeY;
                end 
                else
                begin
                    SnakeY = SnakeY;
                end
            end
            2'b10:  
            begin
                if ((GAME_DONE == 1'b0) && SNAKE_HIT == 1'b0) 
                begin
                    if (GAME_PAUSED == 1'b0) SnakeX = SnakeX - 10'd1;
                    else SnakeX = SnakeX;
                end
                else
                begin
                    SnakeX = SnakeX;
                end
            end
            2'b11:  
            begin
                if (GAME_DONE == 1'b0 && SNAKE_HIT == 1'b0) 
                begin
                    if (GAME_PAUSED == 1'b0) SnakeY = SnakeY - 10'd1;
                    else SnakeY = SnakeY;
                end
                else
                begin
                    SnakeY = SnakeY;
                end
            end
        endcase
    end
    always @ (UP or DOWN or LEFT or RIGHT or S)
    begin
        if (S == 1)
        begin
            SnDir_INT = 2'b00;
        end
        if (UP == 1)
        begin
            if (GAME_PAUSED == 1'b0 && GAME_DONE == 1'b0 && SNAKE_HIT == 1'b0)  SnDir_INT = 2'b11; 
            else SnDir_INT = SnDir_INT;
        end
        else if (DOWN == 1)
        begin
            if (GAME_PAUSED == 1'b0 && GAME_DONE == 1'b0 && SNAKE_HIT == 1'b0)  SnDir_INT = 2'b01;
            else SnDir_INT = SnDir_INT;
        end
        else if (LEFT == 1'b1)
        begin
            if (GAME_PAUSED == 1'b0 && GAME_DONE == 1'b0 && SNAKE_HIT == 1'b0)  SnDir_INT = 2'b10;
            else SnDir_INT = SnDir_INT;
        end
        else if (RIGHT == 1'b1)
        begin
             if (GAME_PAUSED == 1'b0 && GAME_DONE == 1'b0 && SNAKE_HIT == 1'b0) SnDir_INT = 2'b00;
             else SnDir_INT = SnDir_INT;
        end
        else
        begin
            SnDir_INT = SnDir_INT;
        end
    end
endmodule
```
`./run.sh`:
```
#!/bin/bash
# OpenROAD 26Q1-2900-gdf79404cd8, Yosys 0.63+post, stock flow scripts
make -C /OpenROAD-flow-scripts/flow DESIGN_CONFIG=/design/flow/config.mk WORK_HOME=/design/flow/orfs finish
```
`./config.mk`:
```
export PLATFORM = sky130hd
export DESIGN_NAME = SnakeGameController
export DESIGN_NICKNAME = SnakeGameController
export VERILOG_FILES = /design/flow/design.v
export SDC_FILE = /design/flow/constraint.sdc
export NUM_CORES = 4
export LEC_CHECK = 1
export CORE_UTILIZATION = 40
```
`./constraint.sdc`:
```
current_design SnakeGameController

set clk_period 4.1
set clk_io_pct 0.2

create_clock -name clk0 -period $clk_period [get_ports {CLK40HZ}]

set non_clock_inputs [all_inputs -no_clocks]
set_input_delay [expr $clk_period * $clk_io_pct] -clock clk0 $non_clock_inputs
set_output_delay [expr $clk_period * $clk_io_pct] -clock clk0 [all_outputs]
```
==> flow_summary.rst <==
Flow metrics
------------

.. list-table::
   :header-rows: 1

   * - Metric
     - Value
   * - Run status
     - complete, no violations
   * - Root buf cell
     - clkbuf_8
   * - Post-cts resize count
     - 0
   * - Worst Path Arrival
     - 2.74 ns
   * - Cell area after layout
     - ~2600 sq um
   * - Dominant synthesized flop cell
     - dfxtp_1
   * - Buffers on Ports
     - 33
   * - Launch point of the worst hold path
     - SnakeY[9]
   * - Cts bufs inserted
     - 3
   * - Count of endpoints without a timing constraint
     - 8
   * - Maximum VDD drop
     - ~0.000095 V
   * - Number of optimization iterations in the first detailed-route pass
     - 4
   * - Buffer and inverter count on the worst path
     - 1
   * - Via total after detailed routing
     - 2118
   * - Class of the tightest hold or removal check
     - reg -> reg
   * - Std-Cell Core Area
     - about 5200 sq um
   * - Count of unique library cells instantiated by Yosys
     - between 50 and 60
   * - Leftover overflow at the end of global routing
     - 0
   * - Final total negative setup slack
     - 0 ns
   * - Count of unclocked register or latch pins
     - 4
   * - Highest net fanout along the worst path
     - 7
   * - Areal power density over the cells
     - 191 nW/um^2
   * - Total global routing track utilization
     - 18.9%
   * - Unrepaired setup endpoints after global routing
     - no
   * - Post-synthesis async set-or-reset flop share
     - 0%
   * - Final Max-Slew Violation Tally
     - 0
   * - Utilization of the core after routing
     - between 40% and 50%
   * - Count of flip-flops with a built-in enable after synthesis
     - 0
   * - Setup fix buffers added after clock tree synthesis
     - 0
   * - Fin crit period
     - ~3.6 ns
   * - Core Rows
     - 26
   * - Gate Area
     - roughly 1500 sq um
   * - Worst setup skew after layout
     - roughly 0.0022 ns
   * - Worst Max-Slew Pin Slew
     - 0.833 ns
   * - Die Area
     - just under 6000 sq um
   * - Number of hold-repair buffers added at the cts stage
     - 0
   * - Final setup vio count
     - 0
   * - Number of antenna violations at the first check in global routing
     - 0
   * - Via-per-instance ratio
     - ~5.5
   * - Setup crit start
     - SnakeX[1]
   * - DIE WIDTH
     - around 76 microns
   * - Final wirelength
     - roughly 5300 microns
   * - Fp_density
     - 42.3%
   * - Post-synthesis instance area
     - about 2200 sq um
   * - Highest routed metal layer
     - met4
   * - Violation tally from detailed-route iteration zero
     - between 100 and 150
   * - Detail Route met2 WL
     - about 2500 microns
   * - Fraction of layout instances using a drive strength above 1
     - ~5.4%
   * - Final Hold Viols
     - 0
   * - Layout area overhead
     - 17.3%
   * - Gate family responsible for the most delay along the worst path
     - AND-OR/OR-AND gates
   * - Global-route wire length before repair
     - 8850 microns
   * - Number of antenna cells inserted
     - 0
   * - Max_slew headroom
     - between 40 and 50%
   * - Area leader share
     - just under 20%
   * - Placed Area
     - 2520 sq um
   * - Clock latency on the worst-skew pair
     - 0.26 ns
   * - Maximum number of pins on one net before global-route repair
     - 28
   * - Maximum clock rate
     - 281 MHz
   * - Per-instance average area after synthesis
     - around 7.4 sq um
   * - Number of top-level pins
     - 34
   * - Count of maximum capacitance violations
     - 0
   * - Number of synthesis warnings
     - 3
   * - Type of the worst setup path
     - reg -> out
   * - Critical-path top delay cell
     - clkdlybuf4s50_1
   * - Routed wire length on met3
     - approximately 170 microns
   * - CTS tree
     - yes
   * - Wirelength per Cell
     - between 10 and 15 microns
   * - Top area cell types
     - dfxtp_1, xnor2_1, nand2_1, ha_1, o21ai_0
   * - Cells after Synth
     - just under 300
   * - Final RePlAce weighted congestion
     - about 0.80
   * - Antenna-violating nets left
     - 0
   * - Crit path cell chain
     - ha_1 -> a21o_1 -> a21oi_1 -> nand2_1 -> a2111o_1 -> nor3_1 -> xor2_1 -> clkdlybuf4s50_1
   * - Count of state elements after synthesis
     - 25
   * - Leakage component of the power
     - 0.958 nW
   * - Layout fillers
     - just over 500
   * - # H-tree levels
     - 1
   * - Number of global-route vias before repair
     - 1777
   * - Area leader, netlist
     - dfxtp_1
   * - Yosys stat cell total
     - 295
   * - Startpoint of the most critical register-to-register path
     - SnakeY[0]
   * - Count of unresolved DRC violations after routing
     - 0
   * - Tally of OpenROAD warnings
     - 28
   * - Flop area
     - between 400 and 500 sq um
   * - Clock transition time at the flip-flop clock pins of the worst setup and hold paths
     - 0.09 ns
   * - Crit path largest cell delay
     - between 0.4 and 0.5 ns
   * - Type of element launching the critical path
     - register
   * - Category of the worst setup path capture point
     - output port
   * - Maximum count of clock buffers along a single path
     - 2
   * - Area of the synthesized netlist per yosys stat
     - around 2200 sq um
   * - Die height
     - around 76 microns
   * - Routed metal-1 wire length
     - about 2600 microns
   * - CP Data Required Time
     - ~3.3 ns
   * - Crit share post-route
     - 86.8%
   * - Power Total
     - roughly 0.49 mW
   * - HPWL reported at the end of detailed placement
     - 3790 microns
[cell usage after synthesis (2+ instances only)]
master     n
a211oi_1   2
a21oi_1   12
a31oi_1    4
a41oi_1    2
and3_1     2
and4b_1    2
buf_1      5
buf_2      5
buf_4      3
clkbuf_1  10
dfxtp_1   21
dlxtn_1    4
ha_1       9
inv_1     13
mux2i_1    5
nand2_1   32
nand2b_1   4
nand3_1   15
nand4_1    8
nand4b_1   2
nor2_1    20
nor2b_1    6
nor3_1     8
nor3_2     3
nor3b_1    2
nor4_1     3
o211ai_1   2
o21ai_0   20
o21ai_1    7
or3_1      3
or4_1      3
xnor2_1   21
xor2_1    11
[cell usage in the layout (no fill, tap or decap), types with 5 or more instances in the layout]
master,netlist,routed
nor2_1,20,20
nand3_1,15,15
o21ai_0,20,20
inv_1,13,13
xor2_1,11,11
mux2i_1,5,5
dfxtp_1,21,21
nand2_1,32,32
nand4_1,8,8
nor3_1,8,8
xnor2_1,21,21
o21ai_1,7,7
a21oi_1,12,12
ha_1,9,9
nor2b_1,6,6
clkdlybuf4s50_1,0,33
[worst paths after layout]
kind / endpoint / slack (ns) / depth (start not counted)
setup / recovery: XPOS[9] / 0.54 / 8
hold / removal: SnakeY[9] / 0.52 / 1
setup reg to reg: SnakeY[0] / 1.62 / 7
hold reg to reg: SnakeY[9] / 0.52 / 1
[power breakdown]
part	leakage (nW)	internal, mW	switching (mW)
Combinational	0.731	0.0605	0.0485
Sequential	0.205	0.215	0.0201
Clock	0.0228	0.0694	0.0771
Total	0.958	0.345	0.146
[stage by stage]
stage                     hold slack, ns  setup WS, ns  cells
after floorplan                    0.489          1.36    295
after global placement             0.513         0.862    378
after detailed placement           0.514         0.829    378
after CTS                          0.528         0.524    382
after global routing               0.540         0.376    382
final                              0.524         0.542    382
[layout make-up]
class / count / share of cell area [%]
Clock buffer: 4 / 1.76
Inverter: 13 / 1.90
Multi-Input combinational cell: 233 / 60.2
Sequential cell: 25 / 18.7
Tap cell: 70 / 3.41
Timing Repair Buffer: 37 / 14.0
[layer usage]
metal / vias up / global-route usage [%]
li1: 1087 / -
met1: 984 / 28.6
met2: 45 / 30.5
met3: 2 / 1.71
met4: 0 / 2.31
met5: - / 0
[sequential cells by signal (all words and copies together) (netlist names)]
name / cells
SnakeX: 10
SnakeY: 10
SnDir_INT: 2
GAME_DONE: 1
GAME_PAUSED: 1
SNAKE_HIT: 1
[logic make-up (layout without fill, tap and decap cells)]
| group | Yosys count | in the layout | share of synthesized area [%] |
|---|---|---|---|
| xor+xnor | 32 | 32 | 12.8 |
| mux | 6 | 6 | 2.80 |
| compound gates | 64 | 64 | 18.9 |
| latches | 4 | 4 | 2.74 |
| fa+ha+maj | 10 | 10 | 6.06 |
| simple gates | 121 | 121 | 30.0 |
| buf+inv | 37 | 54 | 7.49 |
| flops | 21 | 21 | 19.2 |
No activity file was given, so power comes from the tool's default toggle rates.
