File: run.sh
#!/bin/bash
# OpenROAD 26Q1-2900-gdf79404cd8, Yosys 0.63+post, stock flow scripts
make -C /OpenROAD-flow-scripts/flow DESIGN_CONFIG=/design/flow/config.mk WORK_HOME=/design/flow/orfs finish
File: config.mk
export PLATFORM = sky130hd
export DESIGN_NAME = CLKSignals
export DESIGN_NICKNAME = CLKSignals
export VERILOG_FILES = /design/flow/design.v
export SDC_FILE = /design/flow/constraint.sdc
export NUM_CORES = 4
export LEC_CHECK = 1
export CORE_UTILIZATION = 30
File: constraint.sdc
current_design CLKSignals

set clk_period 6.4
set clk_io_pct 0.2

create_clock -name clk0 -period $clk_period [get_ports {CLKFast}]

set non_clock_inputs [all_inputs -no_clocks]
set_input_delay [expr $clk_period * $clk_io_pct] -clock clk0 $non_clock_inputs
set_output_delay [expr $clk_period * $clk_io_pct] -clock clk0 [all_outputs]
File: design.v
`timescale 1ns / 1ps
module CLKSignals(
    input CLKFast,
    output HZ1,
    output HZ2,
    output HZ128,
    output HZ25M,
    output HZ5,
    output HZ40
    );
    HUNDREDHZCLK hz128clk(CLKFast, HZ128);
    ONEHZCLK hz1clk(CLKFast, HZ1);
    TWOHZCLK hz2clk(CLKFast, HZ2);
    TWENTYFIVEMEGCLK hz25mclk(CLKFast, HZ25M);
    FIVEHZCLK CLKFst(CLKFast, HZ5);
    FORTYHZCLK Clk40(CLKFast, HZ40);
endmodule
module FORTYHZCLK(clk100Mhz, slow40HZ);
input clk100Mhz;  
output reg slow40HZ;  
reg[27:0] counter;
initial
begin
  counter = 0;
  slow40HZ = 0;
end
always @ (posedge clk100Mhz)
begin
  if(counter == 1250000) begin
    counter <= 1;
    slow40HZ <= ~slow40HZ;
  end
  else begin
    counter <= counter + 1;
  end
end
endmodule
module FIVEHZCLK(clk100Mhz, slowClk50M);
input clk100Mhz;  
output reg slowClk50M;  
reg[27:0] counter;
initial
begin
  counter = 0;
  slowClk50M = 0;
end
always @ (posedge clk100Mhz)
begin
  if(counter == 10000000) begin
    counter <= 1;
    slowClk50M <= ~slowClk50M;
  end
  else begin
    counter <= counter + 1;
  end
end
endmodule
module TWENTYFIVEMEGCLK(clk100Mhz, slowClk50M);
input clk100Mhz;  
output reg slowClk50M;  
reg[27:0] counter;
initial
begin
  counter = 0;
  slowClk50M = 0;
end
always @ (posedge clk100Mhz)
begin
  if(counter == 2) begin
    counter <= 1;
    slowClk50M <= ~slowClk50M;
  end
  else begin
    counter <= counter + 1;
  end
end
endmodule
module HUNDREDHZCLK(clk100Mhz, slowClk128);
  input clk100Mhz;  
  output reg slowClk128;  
  reg[27:0] counter;
  initial
  begin
    counter = 0;
    slowClk128 = 0;
  end
  always @ (posedge clk100Mhz)
  begin
    if(counter == 195312) begin
      counter <= 1;
      slowClk128 <= ~slowClk128;
    end
    else begin
      counter <= counter + 1;
    end
  end
endmodule
module ONEHZCLK(clk100Mhz, slowClk);
  input clk100Mhz;  
  output reg slowClk;  
  reg[27:0] counter;
  initial
  begin
    counter = 0;
    slowClk = 0;
  end
  always @ (posedge clk100Mhz)
  begin
    if(counter == 50000000) begin
      counter <= 1;
      slowClk <= ~slowClk;
    end
    else begin
      counter <= counter + 1;
    end
  end
endmodule
module TWOHZCLK(clk100Mhz, slowCLKTwoHz);
  input clk100Mhz;  
  output reg slowCLKTwoHz;  
  reg[27:0] counter;
  initial
  begin
    counter = 0;
    slowCLKTwoHz = 0;
  end
  always @ (posedge clk100Mhz)
  begin
    if(counter == 25000000) begin
      counter <= 1;
      slowCLKTwoHz <= ~slowCLKTwoHz;
    end
    else begin
      counter <= counter + 1;
    end
  end
endmodule
==> changes_impl.md <==
### Physical design

- Core Area: 23500 sq um
- WP buf/inv: 1
- Worst-path clk slew: 0.06 ns
- Root Driver: clkbuf_16
- Insertion Delay late pin: 0.42 ns
- Antenna violations before repair: 0
- FF-to-FF path depth: 6
- Vias/cell: 4.45
- Post-synth EDFFs: 6
- WHS Endpoint: hz25mclk.counter[0]$_SDFF_PN1_
- DR WL/cell: 10.4 um
- DR iter-0 viols: 195
- WP depth: 1
- Synthesized area: 7220 sq um
- Required time worst endpoint: 5.12 ns
- Most numerous logic cell after layout: dfxtp_1
- First-pass GRT wire length: 21.0 mm
- Share of layout cells above drive strength 1: 0.0608
- Die Width: 157 um
- F_max: 397 MHz
- Syn Area/Cell: 9.52 sq um
- Xor+xnor area frac: 0.175
- Max_cap viols: 0
- Worst slew pin tran: 0.879 ns
- Power Density: 254 nW/um^2
- Ant diodes: 0
- Worst VDD drop: 0.135 mV
- Post-DP HPWL: 7.81 mm
- Crit. End Element: output port
- Grt total ovfl: 0
- Total power: 2100 uW
- Max-slew violations: 0
- Row count: 56
- Critical path's largest stage delay: 0.46 ns
- Die Ht: 157 um
- Cells along the critical path: clkdlybuf4s50_1
- Crit path kind: flop to output port
- Vias in the first global route: 4590
- Critical R2R Capture: CLKFst.counter[24]$_SDFF_PN0_
- Startpoint Class: flop
- Post-Layout Cell Count: 1108
- Ys cells: 759
- Worst Hold Depth: 1
- DP Area: 7690 sq um
- Max FO, Critical Path: 2
- Leakage: 0.00290 uW
- Area Overhead vs Synth: 14.5%
- Status: finished clean
- Flop2flop setup slack: 4.22 ns
- Synth unique cells: 35
- Mapped Cells: 759
- Die ar.: 24700 sq um
- Final TNS setup: 0 ns
- Area fraction in and, or, nand and nor cells: 0.281
- Antenna-violating nets left: 0
- YS warnings: 6
- Skew final: 0.00956 ns
- Worst min path class: flop to flop
- Dominant kind of combinational cell: simple AND/OR/NAND/NOR gates
- Largest net degree at the start of global routing: 17
- Hold buffers post-CTS: 0
- Postcts setup bufs: 0
- Clk buf depth: 2
- Min-delay src: hz25mclk.counter[0]$_SDFF_PN1_
- CTS tree: built
- Slew Limit Headroom: 0.410
- Post-CTS Resized: 0
- # IOs: 7
- R2r startpoint: CLKFst.counter[0]$_SDFF_PN1_
- Final instance area: 8270 sq um
- Seq share, synth: 0.490
- Placed Cells: 1076
- Cell at the slowest stage of the critical path: clkdlybuf4s50_1
- Worst EP arrival: 1.24 ns
- DR vias: 4929
- Drt first pass iters: 4
- Tool Warnings: 31
- Top cells excl fill/tap: 168 x dfxtp_1, 88 x xnor2_1, 76 x nand3_1
- Worst Hold Slack: 0.432 ns
- Fin crit share: 0.394
- CP delay by family, top: buffers and inverters
- CTS Buf Count: 17
- Chip area estimate from yosys synthesis: 7220 sq um
- Final Hold Viols: 0
- DR DRC count: 0
- Total wire length: 11.5 mm
- Finish-stage setup viols: 0
- Post-layout min period: 2.52 ns
- RSZ-0062 raised after global routing: no
- Asr flop ratio synth: 0
- AO/OA Area Share: 0.00745
- Synth Register Bits: 174
- Gpl congestion: 0.818
- Adder-cell area share of the yosys netlist: 0.0208
- Sink Count: 174
- H-tree Lvls: 4
- MUX share of area: 0.00572
- I/O Buffers: 6
- GRT Total Usage: 0.103
- Commonest flop: dfxtp_1
- FP Util: 0.307
==> Yosys cell counts, drive strengths merged (4+ instances only) <==
cell	instances	share of area
nor4	14	0.015
and3	25	0.022
clkbuf	13	0.0068
nor2b	4	0.0035
inv	25	0.013
xnor2	88	0.11
nor4b	11	0.013
edfxtp	6	0.025
dfxtp	168	0.47
nor2	74	0.038
nor3	27	0.020
nand2b	7	0.0061
or4	4	0.0047
xor2	56	0.068
nand4	49	0.042
ha	12	0.021
nand3	76	0.053
o21ai	9	0.0062
and2	8	0.0073
and4	14	0.017
nand2	54	0.028
==> sequential cells by signal (all words and copies together), names as in the netlist <==
name,cells
hz1clk.counter,28
hz25mclk.slowClk50M,1
CLKFst.counter,28
Clk40.counter,28
hz128clk.counter,28
hz1clk.slowClk,1
hz2clk.slowCLKTwoHz,1
CLKFst.slowClk50M,1
hz25mclk.counter,28
hz128clk.slowClk128,1
hz2clk.counter,28
Clk40.slow40HZ,1
==> layout make-up <==
type	instances	area [sq um]
multi-input combinational	546	3550
clock inverter	13	139
tap	319	399
fill	2348	15300
inverter	25	93.8
sequential	174	3540
timing repair buffer	12	105
clock buffer	19	443
==> layer usage <==
layer  up-vias  global-route usage  part of all wire
li1       2673                   -                 -
met1      2202               0.167              0.55
met2        43               0.146              0.41
met3        11              0.0221             0.030
met4         0              0.0129             0.013
met5         -                   0                 0
==> worst max path at each step <==
stage | start | to | slack [ns]
5_1_grt | hz25mclk.slowClk50M$_DFFE_PN_ | HZ25M | 3.81
6_report | hz25mclk.slowClk50M$_DFFE_PN_ | HZ25M | 3.88
4_1_cts | hz25mclk.slowClk50M$_DFFE_PN_ | HZ25M | 3.85
==> kinds of logic after synthesis <==
group                      count (synthesis)
adders and majority gates                 12
buffers and inverters                     39
xor gates and xnor gates                 144
AOI/OAI and AO/OA                         10
and+or+nand+nor                          376
muxes                                      4
DFF                                      174
==> metrics by stage <==
stage                     setup WS (ns)   util
after floorplan                    4.44      -
after global placement             4.28  0.327
after detailed placement           4.21  0.327
after CTS                          3.85  0.351
after global routing               3.81  0.351
final                              3.88  0.351
==> power breakdown <==
part | internal [uW] | total, uW | switching [uW]
sequential | 1090 | 1090 | 0
clock | 586 | 1010 | 422
combinational | 0 | 0.00119 | 0
Power is estimated from default activity; no workload was simulated.
