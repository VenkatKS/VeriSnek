File: ./run.sh
#!/bin/bash
# OpenROAD 26Q1-2900-gdf79404cd8, Yosys 0.63+post, stock flow scripts
make -C /OpenROAD-flow-scripts/flow DESIGN_CONFIG=/design/flow/config.mk WORK_HOME=/design/flow/orfs finish
File: ./config.mk
export PLATFORM = sky130hd
export DESIGN_NAME = DisplayDriver
export DESIGN_NICKNAME = DisplayDriver
export VERILOG_FILES = /design/flow/design.v
export SDC_FILE = /design/flow/constraint.sdc
export NUM_CORES = 4
export LEC_CHECK = 1
export CORE_UTILIZATION = 30
File: ./constraint.sdc
current_design DisplayDriver

set clk_period 8.0
set clk_io_pct 0.2

create_clock -name clk0 -period $clk_period [get_ports {CLK}]

set non_clock_inputs [all_inputs -no_clocks]
set_input_delay [expr $clk_period * $clk_io_pct] -clock clk0 $non_clock_inputs
set_output_delay [expr $clk_period * $clk_io_pct] -clock clk0 [all_outputs]
File: ./design.v
module DisplayDriver(
    input      CLK,
    input      TRANSMIT,
    input[9:0] SnakeX,
    input[9:0] SnakeY,
    input[3:0] SnakeSize,
    input[1:0] SnakeDir,
    output reg[3:0]     DATA_R,
    output reg[3:0]     DATA_B,
    output reg[3:0]     DATA_G
    );
    localparam  WIDTH_PIXEL_SIZE    = 10'd10,
                LENGTH_PIXEL_SIZE   = 10'd50,
                LEFT                = 2'b10,
                RIGHT               = 2'b00,
                UP                  = 2'b11,
                DOWN                = 2'b01,
                BG_RED              = 4'b0000,
                BG_BLUE             = 4'b1111,
                BG_GREEN            = 4'b0000,
                SNAKE_RED           = 4'b1111,
                SNAKE_BLUE          = 4'b0000,
                SNAKE_GREEN         = 4'b0000;
    reg[9:0] hcount   = 10'd0;      
    reg[9:0] vcount   = 10'd0;      
    reg[9:0] CORNER_1_X;
    reg[9:0] CORNER_1_Y;
    reg[9:0] CORNER_2_X;
    reg[9:0] CORNER_2_Y;
    reg[9:0] CORNER_3_X;
    reg[9:0] CORNER_3_Y;
    reg[9:0] CORNER_4_X;
    reg[9:0] CORNER_4_Y;
    always @ (SnakeDir or SnakeX or SnakeY)
    begin
        if (SnakeDir == DOWN)  
        begin
            CORNER_1_X = SnakeX + 10'd5;
            CORNER_1_Y = SnakeY;
            CORNER_2_X = SnakeX - 10'd5;
            CORNER_2_Y = SnakeY;
            CORNER_3_X = SnakeX + 10'd5;
            CORNER_3_Y = SnakeY - (LENGTH_PIXEL_SIZE / 10'd2);
            CORNER_4_X = SnakeX - 10'd5;
            CORNER_4_Y = SnakeY - (LENGTH_PIXEL_SIZE / 10'd2);
        end 
        else if (SnakeDir == UP)
        begin
            CORNER_1_X = SnakeX + 10'd5;
            CORNER_1_Y = SnakeY;
            CORNER_2_X = SnakeX - 10'd5;
            CORNER_2_Y = SnakeY;
            CORNER_3_X = SnakeX + 10'd5;
            CORNER_3_Y = SnakeY + (LENGTH_PIXEL_SIZE / 10'd2);
            CORNER_4_X = SnakeX - 10'd5;
            CORNER_4_Y = SnakeY + (LENGTH_PIXEL_SIZE / 10'd2);
        end
        else if (SnakeDir == RIGHT)
        begin
            CORNER_1_X = SnakeX;
            CORNER_1_Y = SnakeY - 10'd5;
            CORNER_2_X = SnakeX;
            CORNER_2_Y = SnakeY + 10'd5;
            CORNER_3_X = SnakeX - (LENGTH_PIXEL_SIZE/10'd2);
            CORNER_3_Y = SnakeY - 10'd5;
            CORNER_4_X = SnakeX - (LENGTH_PIXEL_SIZE/10'd2);
            CORNER_4_Y = SnakeY + 10'd5;
        end
        else if (SnakeDir == LEFT)
        begin
            CORNER_1_X = SnakeX;
            CORNER_1_Y = SnakeY - 10'd5;
            CORNER_2_X = SnakeX;
            CORNER_2_Y = SnakeY + 10'd5;
            CORNER_3_X = SnakeX + (LENGTH_PIXEL_SIZE/10'd2);
            CORNER_3_Y = SnakeY - 10'd5;
            CORNER_4_X = SnakeX + (LENGTH_PIXEL_SIZE/10'd2);
            CORNER_4_Y = SnakeY + 10'd5;
        end
    end
    always @ (posedge CLK)
    begin
        if (TRANSMIT == 1'b1)
        begin
            if (hcount == 10'd639)
            begin
                hcount = 10'd0;         
                if (vcount == 10'd479)
                begin
                    vcount = 10'd0;
                end
                else 
                begin
                    vcount = vcount + 1;
                end
            end
            else 
            begin
                hcount = hcount + 1;    
            end
        end
        case(SnakeDir)
            2'b00:  
            begin
                if ((hcount < CORNER_1_X && vcount > CORNER_1_Y) && (hcount < CORNER_2_X && vcount < CORNER_2_Y) && (hcount > CORNER_3_X && vcount > CORNER_3_Y) && (hcount > CORNER_4_X && vcount < CORNER_4_Y))
                begin
                    DATA_R <= SNAKE_RED;
                    DATA_B <= SNAKE_BLUE;
                    DATA_G <= SNAKE_GREEN;
                end 
                else
                begin
                    DATA_R <= 4'b0000;
                    DATA_B <= 4'b0000;
                    DATA_G <= 4'b0000;
                end
             end
             2'b01:  
             begin
                if ((hcount < CORNER_1_X && vcount < CORNER_1_Y) && (hcount > CORNER_2_X && vcount < CORNER_2_Y) && (hcount < CORNER_3_X && vcount > CORNER_3_Y) && (hcount > CORNER_4_X && vcount > CORNER_4_Y))
                begin
                    DATA_R <= SNAKE_RED;
                    DATA_B <= SNAKE_BLUE;
                    DATA_G <= SNAKE_GREEN;
                end
                else
                begin
                    DATA_R <= 4'b0000;
                    DATA_B <= 4'b0000;
                    DATA_G <= 4'b0000;
                end
             end
             2'b10:  
             begin
                if ((hcount > CORNER_1_X && vcount > CORNER_1_Y) && (hcount > CORNER_2_X && vcount < CORNER_2_Y) && (hcount < CORNER_3_X && vcount > CORNER_3_Y) && (hcount < CORNER_4_X && vcount < CORNER_4_Y))
                begin
                    DATA_R <= SNAKE_RED;
                    DATA_B <= SNAKE_BLUE;
                    DATA_G <= SNAKE_GREEN;
                end 
                else
                begin
                    DATA_R <= 4'b0000;
                    DATA_B <= 4'b0000;
                    DATA_G <= 4'b0000;
                end 
             end
             2'b11:  
             begin
                if ((hcount < CORNER_1_X && vcount > CORNER_1_Y) && (hcount > CORNER_2_X && vcount > CORNER_2_Y) && (hcount < CORNER_3_X && vcount < CORNER_3_Y) && (hcount > CORNER_4_X && vcount < CORNER_4_Y))
                begin
                    DATA_R <= SNAKE_RED;
                    DATA_B <= SNAKE_BLUE;
                    DATA_G <= SNAKE_GREEN;
                end
                else
                begin
                    DATA_R <= 4'b0000;
                    DATA_B <= 4'b0000;
                    DATA_G <= 4'b0000;
                end              
             end
             default:
             begin
                    DATA_R <= 4'b0000;
                    DATA_B <= 4'b0000;
                    DATA_G <= 4'b0000;
             end
        endcase
    end
endmodule
==> results.sh <==
# source this file to load flow results
export IMPL_status="finished clean"
export IMPL_wl_per_cell_um=12.3
export IMPL_cts_tree="built"
export IMPL_worst_ep_required_time_ps=8200
export IMPL_openroad_warnings=35
export IMPL_max_freq_mhz=193
export IMPL_drt_iter0_drc=291
export IMPL_setup_violations=0
export IMPL_vias=5034
export IMPL_setup_tns_final_ps=0
export IMPL_hpwl_um=10900
export IMPL_p_per_area_nw_per_um2=85.8
export IMPL_critPathKind="input port to flop"
export IMPL_slew_headroom=0.488
export IMPL_wl_um=13400
export IMPL_grt_pass1_wl_um=22800
export IMPL_drt_first_pass_iters=4
export IMPL_clk_pin_slew_ps=50
export IMPL_avgSynthCellArea_um2=7.66
export IMPL_diodes=0
export IMPL_min_period_ps=5190
export IMPL_path_cells="clkdlybuf4s50_1, and4_1, and2_1, nand4_1, nor2_1, xnor2_1, a21oi_1, ha_1, a21oi_1, nor2_1, a211oi_2, o21ai_1, or4_1, o22ai_1, a32o_2"
export IMPL_hold_violations=0
export IMPL_grt_ovfl_total=0
export IMPL_htree_levels=1
export IMPL_die_w_um=146
export IMPL_layout_drive_gt1_share=0.0196
export IMPL_critical_path_max_stage_delay_ps=570
export IMPL_yosys_cells=816
export IMPL_yosys_cell_types_count=63
export IMPL_arrival_ps=5390
export IMPL_fin_skew_ps=1.45
export IMPL_rsz0062_at_grt="no"
export IMPL_io_pins=40
export IMPL_untimed_endpoints=76
export IMPL_grt_usage=0.131
export IMPL_cts_buffers=3
export IMPL_port_buffers=27
export IMPL_syn_to_final_growth_pct=8.45
export IMPL_ys_top_cells_by_count="98 x inv_1, 95 x ha_1, 76 x dlxtn_1"
export IMPL_period_used=0.649
export IMPL_rows=52
export IMPL_edf_count=0
export IMPL_antenna_found_initial=0
export IMPL_maxSlewViolCount=0
export IMPL_yosys_stat_area_um2=6250
export IMPL_clock_latency_late_pin_ps=250
export IMPL_vdd_drop_max_v=0.0000671
export IMPL_cp_end_kind="flop"
export IMPL_core_area_um2=20300
export IMPL_cts_root_buffer="clkbuf_16"
export IMPL_grt_max_degree=77
export IMPL_critPathMaxFanout=12
export IMPL_antenna_left=0
export IMPL_syn_area_um2=6250
export IMPL_syn_instance_count=816
export IMPL_yosysWarnings=1
export IMPL_postSynth_asyncResetShare=0
export IMPL_cts_resized=0
export IMPL_synthTopCellsByArea="ha_1 19%, dlxtn_1 18%, dfxtp_1 6.7%"
export IMPL_initCoreUtil=0.308
export IMPL_start_kind="input port"
export IMPL_synth_top_area_share=0.190
export IMPL_synth_most_common_cell="inv_1"
export IMPL_top_area_cell="ha_1"
export IMPL_gp_congestion=0.840
export IMPL_maxCapViolations=0
export IMPL_yosys_most_used_dff="dlxtn_1"
export IMPL_finish_instance_area_um2=6780
export IMPL_fp_dieH_um=146
export IMPL_grt_pass1_vias=4666
export IMPL_totalPowerFinal_mw=0.581
export IMPL_tightest_slew_ps=768
export IMPL_vias_per_cell=4.63
export IMPL_cts_hold_buf=0
export IMPL_postCtsSetupBuffers=0
export IMPL_hp_class="flop to flop"
export IMPL_ys_flops=97
export IMPL_place_area_um2=6700
export IMPL_drc_errors=0
export IMPL_die_area_um2=21400
export IMPL_unclocked_regs=76
export IMPL_power_leakage_nw=3.33
export IMPL_slowest_stage="clkdlybuf4s50_1"
export IMPL_clockBufferDepth=2
[per-layer routing]
layer	global-route usage	vias up	wire, µm
met1	0.212	2243	7340
met5	0	-	0
met4	0.00521	0	61
li1	-	2741	-
met2	0.204	46	5690
met3	0.00510	4	257
[power by group]
| group | internal [mW] | switching, mW |
|---|---|---|
| Combinational | 0.131 | 0.186 |
| Clock | 0.0670 | 0.0363 |
| Sequential | 0.147 | 0.0138 |
| Total | 0.345 | 0.236 |
[critical path, delay by kind of cell]
family,cells,cell delay [ps]
simple gates,6,1660
compound gates,6,1130
buf+inv,1,570
fa+ha+maj,1,350
xor+xnor,1,80
[stage by stage]
| stage | worst slack [ps] | hold WS [ps] | util | instances |
|---|---|---|---|---|
| CTS | 2820 | 606 | 0.334 | 1088 |
| floorplan | 3780 | 516 | - | 823 |
| detailed placement | 2580 | 589 | 0.330 | 1084 |
| global route | 2490 | 662 | 0.334 | 1088 |
| global placement | 2590 | 580 | 0.330 | 1084 |
| finish | 2810 | 615 | 0.334 | 1088 |
[final cells by class]
type	count	area [µm²]
clock inverter	1	5.00
timing repair buffer	30	293
tap	270	338
fill	2161	13500
inverter	99	372
multi-input combinational	588	4140
sequential	97	1560
clock buffer	3	75.1
[layout by cell type (no fill, tap or decap), drive strengths merged, types with 4 or more instances in the layout]
cell / n
a21oi: 48
and4: 7
clkdlybuf4s50: 27
a22oi: 4
nand3: 25
a21o: 7
dlxtn: 76
nand4: 18
inv: 98
o21ai: 51
conb: 8
or2: 4
nor3: 20
nand2: 65
ha: 95
and3: 13
xnor2: 42
nand2b: 9
nor2: 60
a211oi: 7
dfxtp: 21
xor2: 47
a31oi: 4
nor2b: 7
[sequential cells by signal, indices dropped and copies added, names as in the netlist]
register	cells
hcount	10
CORNER_3_X	10
CORNER_4_X	9
CORNER_2_Y	9
CORNER_1_Y	10
DATA_R	1
CORNER_4_Y	9
vcount	10
CORNER_2_X	9
CORNER_3_Y	10
CORNER_1_X	10
[logic make-up (layout without fill, tap and decap cells)]
logic type               Yosys count  after routing  synth area share
AND-OR/OR-AND                    147            147             0.142
adder cells (fa/ha/maj)           96             96             0.193
multiplexers                       2              2           0.00320
XOR/XNOR                          89             89             0.125
latches                           76             76             0.182
flip-flops                        21             21            0.0673
AND/OR/NAND/NOR                  246            246             0.194
buffers and inverters            138            133            0.0931
other                              1              8          0.000600
[path summary, 6_finish.rpt]
| path | start | endpoint | slack (ps) | depth (start not counted) |
|---|---|---|---|---|
| setup / recovery | TRANSMIT | DATA_R[2] | 2810 | 15 |
| hold / removal | vcount[1] | vcount[1] | 610 | 2 |
| setup reg to reg | hcount[0] | DATA_R[2] | 4150 | 15 |
| hold reg to reg | vcount[1] | vcount[1] | 610 | 2 |
